===== ./constraint.sdc =====
current_design pong

set clk_period 11.4
set clk_io_pct 0.2

create_clock -name clk0 -period $clk_period [get_ports {clk}]

set non_clock_inputs [all_inputs -no_clocks]
set_input_delay [expr $clk_period * $clk_io_pct] -clock clk0 $non_clock_inputs
set_output_delay [expr $clk_period * $clk_io_pct] -clock clk0 [all_outputs]

===== ./config.mk =====
export PLATFORM = sky130hd
export DESIGN_NAME = pong
export DESIGN_NICKNAME = pong
export VERILOG_FILES = /design/flow/design.v
export SDC_FILE = /design/flow/constraint.sdc
export NUM_CORES = 4
export LEC_CHECK = 1
export CORE_UTILIZATION = 50

===== ./design.v =====
`timescale 1ns / 1ps
module hvsync_generator(clk, vga_h_sync, vga_v_sync, inDisplayArea, CounterX, CounterY);
input clk;
output vga_h_sync;
output vga_v_sync;
output inDisplayArea;
output [9:0] CounterX;
output [8:0] CounterY;
reg [9:0] CounterX;
reg [8:0] CounterY;
wire CounterXmaxed = (CounterX==10'h2FF);
reg[1:0] pxclk;
always @ (posedge clk) pxclk = pxclk + 1;
wire pclk;
assign pclk = pxclk[1];  
always @(posedge pclk)  
if(CounterXmaxed)
	CounterX <= 0;
else
	CounterX <= CounterX + 1;
always @(posedge pclk)  
if(CounterXmaxed) CounterY <= CounterY + 1;
reg	vga_HS, vga_VS;
always @(posedge pclk)    
begin
	vga_HS <= (CounterX[9:4]==6'h2D);  
	vga_VS <= (CounterY==500);  
end
reg inDisplayArea;
always @(posedge pclk) 
if(inDisplayArea==0)
	inDisplayArea <= (CounterXmaxed) && (CounterY<480);
else
	inDisplayArea <= !(CounterX==639);
assign vga_h_sync = ~vga_HS;
assign vga_v_sync = ~vga_VS;
endmodule 
module pong(
output vga_h_sync, vga_v_sync, 
output reg [3:0] vga_R, vga_G, vga_B,
input clk,
input btnL,
input btnR,
inout btnC,
input reset  
);
wire inDisplayArea;
wire [9:0] CounterX;
wire [8:0] CounterY;
hvsync_generator syncgen(.clk(clk), .vga_h_sync(vga_h_sync), .vga_v_sync(vga_v_sync), 
  .inDisplayArea(inDisplayArea), .CounterX(CounterX), .CounterY(CounterY));
integer left=0;
integer right=0;
reg [8:0] PaddlePosition ; 
    always @(posedge clk)
    begin
                if(btnR==1) 
                begin
                right=right+1;
                        if(right>200000)
                        begin
                            PaddlePosition <= PaddlePosition + 1; 
                            right=0;
                        end
                end
                if(btnL==1) 
                begin
                left=left+1;
                        if(left>200000)
                        begin
                            PaddlePosition <= PaddlePosition - 1;
                            left=0;
                        end
                 end
        end    
reg [9:0] ballX;
reg [8:0] ballY;
reg ball_inX, ball_inY;
always @(posedge clk)
if(ball_inX==0) ball_inX <= (CounterX==ballX) & ball_inY; else ball_inX <= !(CounterX==ballX+16);
always @(posedge clk)
if(ball_inY==0) ball_inY <= (CounterY==ballY); else ball_inY <= !(CounterY==ballY+16);
wire ball = ball_inX & ball_inY;
wire border = (CounterX[9:3]==0) || (CounterX[9:3]==79) || (CounterY[8:3]==0) || (CounterY[8:3]==59);
wire paddle = (CounterX>=PaddlePosition+8) && (CounterX<=PaddlePosition+120) && (CounterY[8:4]==27);
wire BouncingObject = border | paddle;  
reg ResetCollision;
always @(posedge clk) ResetCollision <= (CounterY==500) & (CounterX==0);   
reg CollisionX1, CollisionX2, CollisionY1, CollisionY2;
always @(posedge clk) if(ResetCollision) CollisionX1<=0; else if(BouncingObject & (CounterX==ballX   ) & (CounterY==ballY+ 8)) CollisionX1<=1;
always @(posedge clk) if(ResetCollision) CollisionX2<=0; else if(BouncingObject & (CounterX==ballX+16) & (CounterY==ballY+ 8)) CollisionX2<=1;
always @(posedge clk) if(ResetCollision) CollisionY1<=0; else if(BouncingObject & (CounterX==ballX+ 8) & (CounterY==ballY   )) CollisionY1<=1;
always @(posedge clk) if(ResetCollision) CollisionY2<=0; else if(BouncingObject & (CounterX==ballX+ 8) & (CounterY==ballY+16)) CollisionY2<=1;
wire UpdateBallPosition = ResetCollision;   
reg ball_dirX, ball_dirY;
always @(posedge clk)
if(UpdateBallPosition)
begin
	if(~(CollisionX1 & CollisionX2))         
	begin
		ballX <= ballX + (ball_dirX ? -1 : 1);
		if(CollisionX2) ball_dirX <= 1; else if(CollisionX1) ball_dirX <= 0;
	end
	if(~(CollisionY1 & CollisionY2))         
	begin
		ballY <= ballY + (ball_dirY ? -1 : 1);
		if(CollisionY2) ball_dirY <= 1; else if(CollisionY1) ball_dirY <= 0;
	end
end 
wire R = BouncingObject | ball | (CounterX[3] ^ CounterY[3]);
wire G = BouncingObject | ball;
wire B = BouncingObject | ball;
always @(posedge clk)
begin
	vga_R [3:0] <= R & inDisplayArea;
	vga_G [3:0] <= G & inDisplayArea;
	vga_B [3:0] <= B & inDisplayArea;
end
endmodule

===== ./run.sh =====
#!/bin/bash
# OpenROAD 26Q1-2900-gdf79404cd8, Yosys 0.63+post, stock flow scripts
make -C /OpenROAD-flow-scripts/flow DESIGN_CONFIG=/design/flow/config.mk WORK_HOME=/design/flow/orfs finish

==> run summary <==
CP Cell Sequence -> ha_1 > inv_1 > nor4_1 > mux2i_1 > a21boi_0 > a211oi_1 > o31a_1 > buf_4 > nor2_1
FP Core Util -> 51.6%
Worst-path clk slew -> 0.08 ns
final hold vios -> 0
vias post-DR -> 6757
HP Class -> flip-flop to flip-flop
crit start category -> flip-flop
hpwl dp -> 12300 um
CP Max Fanout -> 15
Hold-fix buffers, CTS -> 0
CTS H-tree depth -> 3
outcome -> finished clean
Post-synth EDFFs -> 94
Worst EP arrival -> 4.24 ns
vias per cell -> 5.75
max-cap viol count -> 0
placed instance area -> 0.00914 sq mm
initial antenna violation count -> 0
Slowest cell on crit path -> nor4_1
GRT overflow -> 0
final setup vio count -> 0
layout cells sized above 1 -> 5.26%
CP Capture Type -> flip-flop
post-cts resize count -> 0
distinct lib cells -> 79
slowest stage delay, CP -> 0.72 ns
critical path type -> flip-flop to flip-flop
unrepaired setup endpoints after global routing -> no
Area leader share -> 31.4%
measured slew at the worst slew-check pin -> 0.869 ns
Chip Area, Yosys -> 0.00898 sq mm
Yosys reg bits -> 127
worst vdd ir -> 0.103 mV
buffers and inverters on the worst path -> 2
routed wire length -> 17100 um
count of tool warnings -> 32
Setup TNS Final -> 0 ns
max-slew violation count -> 0
Top FF cell, synth -> edfxtp_1
Initial DRC Count -> 366
Netlist Area Pre-Place -> 0.00898 sq mm
sequential fraction of the synthesis area -> 38.8%
Final Critical Period -> 4.13 ns
biggest area cells -> edfxtp_1 (31%), dfxtp_1 (7.4%), xnor2_1 (7.2%), ha_1 (6.7%), xor2_1 (5.2%)
Area growth syn-to-layout -> 5.03%
I/O pin total -> 19
gr usage total -> 20.1%
Core ar. -> 0.0174 sq mm
CP required -> 11.51 ns
setup bufs post-CTS -> 0
clock buffer depth -> 2
CTS tree -> built
register pins left without a clock -> 22
Die X -> 136 um
synth warn -> 2
yosys cell count -> 970
design area -> 0.00943 sq mm
Pleak -> 0.00353 uW
FFs w/ async S/R, synth -> 0%
Remaining DRCs -> 0
largest net degree at the start of global routing -> 36
cts bufs inserted -> 9
Syn Area/Cell -> 9.26 sq um
vias in the first global route -> 6072
period utilisation layout -> 36.2%
clock skew -> 0.00755 ns
WL/cell -> 14.6 um
Ant. Diodes -> 0
Routed Antenna Nets -> 0
relative slew slack -> 41.9%
endpoints left unconstrained -> 35
Std-Cell Rows -> 48
cell type with the largest total area -> edfxtp_1
Placer Congestion -> 0.930
Die Size -> 0.0185 sq mm
Min Hold Slack -> 0.397 ns
fill count -> 1507
die y size -> 136 um
Max Fclk -> 0.242 GHz
CP top delay family -> AND-OR/OR-AND gates
Syn Inst Count -> 970
worst-skew pair later-pin latency -> 0.35 ns
Clock Tree Root -> clkbuf_16
TritonRoute pass-1 iters -> 5
Power Density -> 106 mW/mm^2
global-route wire length before repair -> 29000 um
Port Buffers -> 7
-- Yosys cell counts (27+ instances only) --
cell type / count
a21oi_1: 45
clkbuf_1: 33
dfxtp_1: 33
edfxtp_1: 94
ha_1: 48
inv_1: 42
nand2_1: 55
nand3_1: 60
nor2_1: 106
nor3_1: 27
xnor2_1: 74
xor2_1: 53
-- cell usage in the layout (no fill, tap or decap), drive strengths merged, types with 8 or more instances in the layout --
cell and n:
nor2 106, edfxtp 94, xnor2 74, nand3 60
nand2 55, xor2 53, ha 48, a21oi 45
inv 44, dfxtp 33, nor3 27, nor4 26
o21ai 24, nand4 24, and3 19, nor2b 17
a31oi 15, and2 13, nand2b 13, conb 9
clkbuf 9, and4 9, a21o 8, or4 8
-- through the flow --
| stage | setup WS (ns) | utilization (%) | total power [uW] | instances |
|---|---|---|---|---|
| 2_1_floorplan | 8.05 | - | 660 | 978 |
| 3_3_place_gp | 7.24 | 52.5 | 695 | 1159 |
| 3_5_place_dp | 7.19 | 52.5 | 700 | 1159 |
| 4_1_cts | 7.25 | 54.1 | 1010 | 1175 |
| 5_1_grt | 6.90 | 54.1 | 1070 | 1175 |
| 6_report | 7.27 | 54.1 | 998 | 1175 |
-- layer usage --
metal	wire length, um	vias up	global-route usage (%)
li1	-	3449	-
met1	8730	3159	33.9
met2	7480	135	29.4
met3	707	14	3.23
met4	203	0	2.28
met5	0	-	0
-- sequential cells by signal (all words and copies together) (netlist names), 2 cells and up --
signal,flops
right,32
syncgen.pxclk,2
left,32
syncgen.CounterY,9
syncgen.CounterX,10
PaddlePosition,9
ballX,10
ballY,9
-- logic make-up (layout without fill, tap and decap cells) --
| family | count (synthesis) | count (layout) | share of synthesized area [%] |
|---|---|---|---|
| AND/OR/NAND/NOR | 401 | 401 | 23.8 |
| AND-OR/OR-AND | 155 | 155 | 12.0 |
| XOR/XNOR | 127 | 127 | 12.4 |
| flip-flops | 127 | 127 | 38.8 |
| buffers and inverters | 100 | 72 | 4.85 |
| adder cells (fa/ha/maj) | 50 | 50 | 7.13 |
| multiplexers | 9 | 9 | 1.03 |
| other | 1 | 9 | 0.0418 |
-- final timing paths --
| path | end | slack (ns) | cells past startpoint | from |
|---|---|---|---|---|
| worst max register to register | left[4] | 7.27 | 9 | left[0] |
| worst min-delay path | syncgen.pxclk[0] | 0.40 | 1 | syncgen.pxclk[0] |
| worst min register to register | syncgen.pxclk[0] | 0.40 | 1 | syncgen.pxclk[0] |
| worst max-delay path | left[4] | 7.27 | 9 | left[0] |
-- final cells by class --
class                           count  area, sq um  share of cell area [%]
Multi-Input combinational cell    751         5090                    54.0
Clock buffer                        9          225                    2.39
Tap cell                          225          282                    2.99
Timing Repair Buffer               14          123                    1.30
Sequential cell                   127         3480                    36.9
Clock inverter                      7         66.3                   0.703
Inverter                           42          158                    1.67
-- power breakdown --
group / internal (uW) / switching, uW / total, uW
sequential: 446 / 55.4 / 502
combinational: 91.1 / 98.8 / 190
clock: 153 / 153 / 306
Power is estimated from default activity; no workload was simulated.
